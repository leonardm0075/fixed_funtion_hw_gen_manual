==> design/flow/design.v <==
module mac_stop_mem #(
    parameter M                         = 4,
    parameter K                         = 4,
    parameter N                         = 4,
    parameter DATA_WIDTH_INIT_MATRIX    = 32,
    parameter DATA_WIDTH_RESULT_MATRIX  = (DATA_WIDTH_INIT_MATRIX * 2 + $clog2(K))  
)(
    input logic clk,
    input logic resetn,
    input logic [DATA_WIDTH_INIT_MATRIX-1:0] data_in_a, data_in_b,  
    output logic [DATA_WIDTH_INIT_MATRIX-1:0] data_out_a, data_out_b,  
    input logic [DATA_WIDTH_RESULT_MATRIX-1:0] data_in_c,   
    output logic [DATA_WIDTH_RESULT_MATRIX-1:0] data_out_c,  
    input logic [$clog2(M)-1:0] row_addr_a, row_addr_c,
    input logic [$clog2(K)-1:0] col_addr_a, row_addr_b,
    input logic [$clog2(N)-1:0] col_addr_b, col_addr_c, 
    input logic matrix_a_we, matrix_b_we, matrix_c_we, 
    input logic matrix_a_re, matrix_b_re, matrix_c_re
);
    logic [M-1:0][K-1:0][DATA_WIDTH_INIT_MATRIX-1:0] matrix_a;
    logic [K-1:0][N-1:0][DATA_WIDTH_INIT_MATRIX-1:0] matrix_b; 
    logic [M-1:0][N-1:0][DATA_WIDTH_RESULT_MATRIX-1:0] matrix_c;
    always @(posedge clk or negedge resetn) begin
        if (~resetn) begin
            matrix_a <= '0;
            matrix_b <= '0;
            matrix_c <= '0;
        end else begin 
            if (matrix_a_we) begin
                matrix_a[row_addr_a][col_addr_a] <= data_in_a;
            end
            if (matrix_b_we) begin
                matrix_b[row_addr_b][col_addr_b] <= data_in_b;
            end
            if (matrix_c_we) begin
                matrix_c[row_addr_c][col_addr_c] <= data_in_c;
            end
        end
    end
    always_comb begin
        data_out_a = '0;
        data_out_b = '0;
        data_out_c = '0;
        if (matrix_a_re) begin
            data_out_a = matrix_a[row_addr_a][col_addr_a];
        end
        if (matrix_b_re) begin
            data_out_b = matrix_b[row_addr_b][col_addr_b];
        end
        if (matrix_c_re) begin
            data_out_c = matrix_c[row_addr_c][col_addr_c];
        end
    end
endmodule 
==> design/flow/run.sh <==
#!/bin/bash
# OpenROAD 26Q1-2900-gdf79404cd8, Yosys 0.63+post, stock flow scripts
make -C /OpenROAD-flow-scripts/flow DESIGN_CONFIG=/design/flow/config.mk WORK_HOME=/design/flow/orfs finish
==> design/flow/config.mk <==
export PLATFORM = sky130hd
export DESIGN_NAME = mac_stop_mem
export DESIGN_NICKNAME = mac_stop_mem
export VERILOG_FILES = /design/flow/design.v
export SDC_FILE = /design/flow/constraint.sdc
export NUM_CORES = 4
export LEC_CHECK = 1
export CORE_UTILIZATION = 30
==> design/flow/constraint.sdc <==
current_design mac_stop_mem

set clk_period 21.5
set clk_io_pct 0.2

create_clock -name clk0 -period $clk_period [get_ports {clk}]

set non_clock_inputs [all_inputs -no_clocks]
set_input_delay [expr $clk_period * $clk_io_pct] -clock clk0 $non_clock_inputs
set_output_delay [expr $clk_period * $clk_io_pct] -clock clk0 [all_outputs]
==> out/metrics.csv <==
stage,metric,value,unit
worst_setup_path,"Max FO, Critical Path",46,
placement,detailed placement HPWL,701000,um
yosys,Synth Instances,10400,
yosys,Post-synth ARST share,1.00,
sta,f_max,67.7,MHz
hold_path,hold depth,2,
clock_network,clk sink count,2080,
routing,Starting DRT DRC Count,13800,
yosys,Synth Area per Inst,11.3,um^2
clock_network,Post-CTS Resized,0,
sta,Slew headroom,-0.151,
run_status,status,"finished, violations left",
yosys,Area leader share,0.442,
yosys,"count leader, synth",dfrtp_1,
clock_network,"CTS clk-pin slew, worst paths",0.06,ns
power_and_ir_drop,Final Power,17.2,mW
routing,wire per inst,56.8,um
floorplanning,Die W,628,um
yosys,Post-synth top cells,"2,080 x dfrtp_1, 1,315 x nand2_1, 841 x o21ai_0",
worst_setup_path,worst reg2reg path depth,2,
placement,Final GP Congestion,1.12,
yosys,sequential cell area fraction in the yosys report,0.442,
worst_setup_path,crit path launch type,input pin,
power_and_ir_drop,Pwr per Cell Area,124,mW/mm^2
global_route,first-pass GRT wire length,1200000,um
yosys,Dominant combinational family,multiplexers,
sta,crit share post-route,0.687,
floorplanning,Core Area,0.390,mm^2
worst_setup_path,Worst EP required,17.20,ns
clock_network,TritonCTS buffer count,264,
global_route,initial antenna violation count,258,
layout,Synth-to-Final Area Change,18.7,%
yosys,warnings from Yosys,1,
job,total tool warning count,50,
sta,setup violators final,0,
sta,worst hold slack,0.467,ns
global_route,number of global-route vias before repair,109000,
placement,dpl ws,7.07,ns
sta,final worst slack,6.73,ns
clock_network,CTS Hold Bufs,0,
layout,share of cells above drive strength 1,0.279,
routing,First-pass DRT Iterations,10,
clock_network,worst-skew pair later-pin latency,0.93,ns
sta,Slew Limit Fails,4,
yosys,Main synth FF type,dfrtp_1,
layout,final core utilization,0.358,
yosys,Synth flops,2080,
global_route,largest net degree at the start of global routing,121,
job,max-cap viol count,2,
yosys,"AND-OR/OR-AND Cells, Area Fraction",0.182,
sta,Sum Neg Setup Slack,0,ns
yosys,Unique cell types,104,
routing,drc violations,0,
yosys,XORs/XNORs by Area,0.000223,
sta,fin crit period,14.77,ns
floorplanning,die height,628,um
yosys,cell type with the largest total area,dfrtp_1,
routing,routed via count,114000,
clock_network,Root Buffer,clkbuf_16,
sta,RSZ-0062 raised after global routing,false,
floorplanning,Core Density at Floorplan,0.302,
clock_network,CTS tree,yes,
sta,Final Skew,0,ns
sta,hold violation total from the final report,0,
yosys,Multiplexer share,0.250,
clock_network,# H-tree levels,5,
worst_setup_path,kind of end point of the critical path,output pin,
global_route,gr usage total,0.488,
hold_path,Hold Path Class,flip-flop to flip-flop,
worst_setup_path,Setup CP Type,input pin to output pin,
routing,DR vias/cell,6.90,
yosys,mapped cell area,0.118,mm^2
layout,total of fill cells in the finished design,38400,
run_status,violated checks,"max-capacitance violations, max-slew violations",
worst_setup_path,r2r setup slk,19.67,ns
power_and_ir_drop,Max VDD drop,68.6,uV
routing,remaining antenna violation count,0,
clock_network,Clock Path Buffers,4,
worst_setup_path,critical path arrival,10.47,ns
floorplanning,Die Footprint,0.395,mm^2
floorplanning,FP Rows,229,
yosys,yosys cell count,10400,
sta,Worst Tran Pin Value,1.68,ns
clock_network,Post-CTS Setup Bufs,0,
yosys,Yosys chip area,0.118,mm^2
floorplanning,I/O pin cnt,280,
yosys,Synth Area in Adders,0.00160,
global_route,Overflow after GRT,0,
placement,# port buffers,279,
yosys,Top area cell types,"dfrtp_1 44%, mux4_2 13%, mux2_2 7.8%, nand2_1 4.2%, mux2i_1 4.1%",
power_and_ir_drop,LEAKAGE,57.5,nW
yosys,number of enable flip-flop cells,0,
routing,Routed WL,938000,um
yosys,Simple-Gate Area Share,0.0818,
[critical path, stage by stage]
cell and delay [ns]:
buf_8 0.36, buf_4 0.65, buf_4 0.52, buf_4 0.46, buf_4 0.64, mux4_2 0.43
mux2i_1 0.29, nand2_1 0.08, o21ai_0 0.09, a21oi_1 0.09, a2111oi_0 1.39, nor3_1 0.31
clkdlybuf4s50_1 0.57
[state kept, by name, summed over array words and instances (netlist names)]
register and cells:
matrix_c 1056, matrix_a 512, matrix_b 512
[where the power goes]
group | leakage (nW) | switching, mW | internal (mW)
combinational | 26.6 | 3.66 | 2.09
sequential | 26.5 | 1.75 | 5.06
clock | 4.36 | 1.98 | 2.70
total | 57.5 | 7.39 | 9.85
[placed cells by master (no fill, tap or decap), types with 317 or more instances in the layout]
master,count
mux4_2,682
a32o_1,387
nor2_1,429
diode_2,317
a21oi_1,329
mux2i_1,467
nand2_1,1265
buf_4,880
mux2_2,818
o21ai_0,830
dfrtp_1,2079
[routing by layer]
layer	up-vias	global-route usage	wire length, um
met1	60000	0.575	333000
met2	9346	0.620	368000
li1	41600	-	-
met4	137	0.389	95000
met5	-	0.108	4680
met3	3099	0.306	138000
[final cells by class]
class | instances | area, um^2 | area share
multi-input combinational | 7254 | 61600 | 0.441
sequential | 2080 | 52100 | 0.373
timing repair buffer | 1170 | 9640 | 0.0690
clock buffer | 389 | 7790 | 0.0558
tap | 5197 | 6500 | 0.0466
clock inverter | 79 | 1090 | 0.00780
antenna | 317 | 793 | 0.00568
inverter | 39 | 168 | 0.00120
[through the flow]
stage / instance area [um^2] / cells
3_3_place_gp: 130000 / 15700
4_1_cts: 139000 / 16200
2_1_floorplan: 118000 / 10400
3_5_place_dp: 130000 / 15700
6_report: 140000 / 16500
5_1_grt: 139000 / 16300
[cells by family (layout without fill, tap and decap cells)]
kind of cell | after synthesis | count (layout)
AOI/OAI and AO/OA | 2979 | 2979
adders and majority gates | 15 | 15
DFF | 2080 | 2080
xor gates and xnor gates | 3 | 3
muxes | 1984 | 1984
other | 0 | 317
buffers and inverters | 1112 | 1677
and+or+nand+nor | 2273 | 2273
[path summary, 6_finish.rpt]
path	start	endpoint
setup / recovery	col_addr_c[1]	data_out_c[39]
hold / removal	matrix_c[992]	matrix_c[992]
setup reg to reg	matrix_c[516]	matrix_c[516]
hold reg to reg	matrix_c[992]	matrix_c[992]
max in group asynchronous	resetn	matrix_a[162]
min in group asynchronous	resetn	matrix_c[199]
Power figures rest on the tool's default switching activity, not on a simulated workload.
