## ./design.v

```verilog
module mac_stop_mult #(
    parameter integer M = 2,
    parameter integer K = 2,
    parameter integer N = 2,
    parameter integer DATA_WIDTH_INIT_MATRIX = 32,
    parameter integer DATA_WIDTH_RESULT_MATRIX = (DATA_WIDTH_INIT_MATRIX * 2 + $clog2(K))
)(
    input logic clk,
    input logic resetn,
    input logic do_mac,
    input logic [DATA_WIDTH_INIT_MATRIX-1:0] data_in_a,
    input logic [DATA_WIDTH_INIT_MATRIX-1:0] data_in_b,
    output logic [$clog2(M)-1:0] row_addr_a,
    output logic [$clog2(K)-1:0] col_addr_a,
    output logic [$clog2(M)-1:0] row_addr_b,
    output logic [$clog2(N)-1:0] col_addr_b,
    output logic matrix_a_re,
    output logic matrix_b_re,
    output logic [(DATA_WIDTH_INIT_MATRIX*2)-1:0] product_reg,
    output logic mult_done_reg,
    output logic mac_done,
    output logic [$clog2(M)-1:0] matrix_a_row_addr_counter_reg,
    output logic [$clog2(K)-1:0] matrix_a_col_addr_counter_reg,
    output logic [$clog2(K)-1:0] matrix_b_row_addr_counter_reg,
    output logic [$clog2(N)-1:0] matrix_b_col_addr_counter_reg
);
    logic [$clog2(K)-1:0] a_col_counter;
    logic [$clog2(M)-1:0] a_row_counter;
    logic [$clog2(K)-1:0] b_row_counter;
    logic [$clog2(N)-1:0] b_col_counter;
    always_ff @(posedge clk or negedge resetn) begin
        if (!resetn) begin
            a_col_counter <= 0;
            a_row_counter <= 0;
            b_row_counter <= 0;
            b_col_counter <= 0;
            mult_done_reg <= 0;
            product_reg <= 0;
            matrix_a_row_addr_counter_reg <= 0;
            matrix_a_col_addr_counter_reg <= 0;
            matrix_b_row_addr_counter_reg <= 0;
            matrix_b_col_addr_counter_reg <= 0;
        end else begin
            if (do_mac) begin
                product_reg <= data_in_a * data_in_b;
                mult_done_reg <= 1;
                a_col_counter <= a_col_counter + 1;
                b_row_counter <= b_row_counter + 1;
                if (a_col_counter == K-1) begin
                    a_col_counter <= 0;
                    b_row_counter <= 0;
                    b_col_counter <= b_col_counter + 1;
                end
                if (b_col_counter == N-1 && a_col_counter == K-1) begin
                    b_col_counter <= 0;
                    a_row_counter <= a_row_counter + 1;
                end
                if (a_row_counter == M-1 && b_col_counter == N-1 && b_row_counter == K-1) begin
                    a_col_counter <= 0;
                    a_row_counter <= 0;
                    b_row_counter <= 0;
                    b_col_counter <= 0;
                end
                matrix_a_row_addr_counter_reg <= a_row_counter;
                matrix_a_col_addr_counter_reg <= a_col_counter;
                matrix_b_row_addr_counter_reg <= b_row_counter;
                matrix_b_col_addr_counter_reg <= b_col_counter;
            end else begin
                mult_done_reg <= 0;
            end
        end
    end
    always_comb begin
        matrix_a_re = do_mac;
        matrix_b_re = do_mac;
        row_addr_a = a_row_counter;
        col_addr_a = a_col_counter;
        row_addr_b = b_row_counter;
        col_addr_b = b_col_counter;
        mac_done = (matrix_a_row_addr_counter_reg == M-1 &&
                    matrix_a_col_addr_counter_reg == K-1 &&
                    matrix_b_row_addr_counter_reg == K-1 &&
                    matrix_b_col_addr_counter_reg == N-1);
    end
endmodule
```

## ./run.sh

```bash
#!/bin/bash
# OpenROAD 26Q1-2900-gdf79404cd8, Yosys 0.63+post, stock flow scripts
make -C /OpenROAD-flow-scripts/flow DESIGN_CONFIG=/design/flow/config.mk WORK_HOME=/design/flow/orfs finish
```

## ./config.mk

```make
export PLATFORM = sky130hd
export DESIGN_NAME = mac_stop_mult
export DESIGN_NICKNAME = mac_stop_mult
export VERILOG_FILES = /design/flow/design.v
export SDC_FILE = /design/flow/constraint.sdc
export NUM_CORES = 4
export LEC_CHECK = 1
export CORE_UTILIZATION = 30
```

## ./constraint.sdc

```tcl
current_design mac_stop_mult

set clk_period 1.1
set clk_io_pct 0.2

create_clock -name clk0 -period $clk_period [get_ports {clk}]

set non_clock_inputs [all_inputs -no_clocks]
set_input_delay [expr $clk_period * $clk_io_pct] -clock clk0 $non_clock_inputs
set_output_delay [expr $clk_period * $clk_io_pct] -clock clk0 [all_outputs]
```

==> results.txt <==
run results: largest net degree at the start of global routing=32, final wirelength=113 mm, start of the worst register-to-register path=product_reg[60]$_DFFE_PN0P_, Main area contributors=fa_1, and2_1, ha_1, Final Setup Violations=112, FF-to-FF End=product_reg[60]$_DFFE_PN0P_, Slew Viols, Final=0, Cell Rows=127, R2R cell count=2, mapped cell area=36400 um^2, Placed Area=44200 um^2, post-DP HPWL=87.0 mm, Worst Path Arrival=7.27 ns, TritonRoute pass-1 iters=4, Max-cap violations=0, Final Cycle Share=6.39, unrepaired setup endpoints after global routing=true, status=finished with violations, max reg flops=64, GPL Wtd Cong=0.940, initial antenna violation count=9, Initial Util=0.303, H-tree levels=3, crit end category=register, Ys Warns=1, required time of the critical path=1.34 ns, gr busiest metal=met2, Post-synth EDFFs=0, vias in the first global route=30600, type of the worst min-delay path=primary input to register, Registers, synthesis=73, Area Growth Syn to Fin=33.9%, ys async rst share=1.00, met2 Usage GRT=0.296, Die H=350 um, Setup crit start kind=primary input, hold_ws=0.175 ns, CP peak stage delay=0.56 ns, total gr overflow=0, DRC viols=0, TritonCTS clock tree=done, vias per cell=4.61, layout cell share with drive strength beyond 1=0.289, slowest cell on the critical path=fa_1, syn avg cell area=9.25 um^2, maximum clock frequency=142 MHz, Design Area, Final=48700 um^2, GR Util met1=0.286, slack of the critical path=-5.93 ns, reg-to-reg setup timing slack=0.12 ns, count leader, synth=fa_1, Num CTS Buffers=9, top cells by count, synth=fa_1, inv_1, and2_1, die area=123000 um^2, register share after synthesis=0.0502, CP most frequent cell=fa_1, global routing usage on met3=0.0998, input/output buffers=142, tool warning count=28, CP Class=primary input to register, synthesized instance count=3932, failing checks=setup timing, Worst Setup SP=data_in_a[20], Distinct cells, synth=71, vias after detailed routing=28200, clock net sink count=73, Crit Path Max Fanout=5, clk ins delay skew pair=0.34 ns, yosys stat cell total=3932, remaining antenna violation count=0, CTS root buffer=clkbuf_16, Synth top area share=0.493, max_slew headroom=0.509, width of the die=350 um, Synth area leader=fa_1, CTS max path bufs=2, wire length per cell=18.5 um, Clock transition at path regs=0.07 ns, final hold violations=0, Dominant flop cell=dfrtp_1, First DRT Iteration DRCs=1198, Max Clock Skew=0.00128 ns, Place WS=-6.75 ns, global-route wire length before repair=181 mm, Final Critical Period=7.03 ns, worst slew pin tran=0.734 ns, Setup crit end=product_reg[42]$_DFFE_PN0P_, GRT Util Overall=0.203, IO Pins=143, area of the core=120000 um^2, YS chip area=36400 um^2
-- cells in the final DEF (no fill, tap or decap), types with 43 or more instances in the layout --
cell	synthesis	routed
a21oi_1	82	44
and2_1	603	501
and2_4	0	104
buf_12	0	90
buf_4	12	433
buf_6	1	100
dfrtp_1	73	68
fa_1	896	800
fa_2	0	96
ha_1	263	198
ha_4	0	62
inv_1	869	826
inv_2	0	43
nand2_1	491	472
-- metrics by stage --
| stage | std cells | util | TNS (ns) |
|---|---|---|---|
| floorplan | 3932 | - | -287.04 |
| global placement | 5934 | 0.368 | -365.56 |
| detailed placement | 5934 | 0.368 | -363.73 |
| CTS | 6096 | 0.397 | -334.12 |
| global route | 6115 | 0.406 | -335.87 |
| finish | 6116 | 0.406 | -323.45 |
-- worst max-delay path, delay by kind of cell --
| kind | cells | cell delay (ns) |
|---|---|---|
| compound gates | 2 | 0.42 |
| xor+xnor | 1 | 0.18 |
| fa+ha+maj | 9 | 4.39 |
| buf+inv | 9 | 0.95 |
| mux | 1 | 0.27 |
| simple gates | 5 | 0.81 |
-- metal layers --
layer,vias to the layer above,share of wire
met5,-,0.00056
li1,12700,-
met3,147,0.12
met2,1107,0.44
met1,14200,0.42
met4,12,0.023
-- worst min path at each step --
stage         startpoint                          end  slack [ns]  cells past startpoint
CTS               do_mac  product_reg[38]$_DFFE_PN0P_        0.17                      2
global route      do_mac  product_reg[38]$_DFFE_PN0P_        0.17                      2
finish            do_mac  product_reg[38]$_DFFE_PN0P_        0.18                      2
-- area by class of cell --
class | count | area (um^2)
timing repair buffer | 790 | 8370
clock buffer | 9 | 225
sequential | 73 | 1830
inverter | 869 | 3260
clock inverter | 7 | 82.6
multi-input combinational | 2753 | 32900
tap | 1612 | 2020
fill | 11200 | 71300
antenna | 3 | 7.51
-- logic make-up (layout without fill, tap and decap cells) --
logic type / after synthesis / after routing / synth area share
AND-OR/OR-AND: 256 / 256 / 0.0468
XOR/XNOR: 48 / 48 / 0.0116
adder cells (fa/ha/maj): 1159 / 1159 / 0.584
buffers and inverters: 1106 / 1675 / 0.116
flip-flops: 73 / 73 / 0.0502
multiplexers: 50 / 50 / 0.0154
other: 0 / 3 / 0
AND/OR/NAND/NOR: 1240 / 1240 / 0.176
-- what timing repair did --
item                                    4_1_cts  5_1_grt
hold buffers                                  2        0
hold endpoints to repair                     13        0
endpoints found under the setup margin      139      140
pin swaps                                   284      156
gates cloned                                 35        2
setup buffers                               115       22
gates resized                               727      302
