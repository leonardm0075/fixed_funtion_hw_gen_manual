--- design/flow/design.v ---
module mac_stop #(
    parameter M                         = 4,
    parameter K                         = 4,
    parameter N                         = 4,
    parameter DATA_WIDTH_INIT_MATRIX    = 32,
    parameter DATA_WIDTH_RESULT_MATRIX  = (DATA_WIDTH_INIT_MATRIX * 2 + $clog2(K))  
)(
    input logic clk,
    input logic resetn,
    input logic [DATA_WIDTH_INIT_MATRIX-1:0] data_in_a, data_in_b,  
    output logic [$clog2(M)-1:0] row_addr_a,
    output logic [$clog2(K)-1:0] col_addr_a, row_addr_b,
    output logic [$clog2(N)-1:0] col_addr_b,
    output logic matrix_a_re, matrix_b_re,
    output logic [(DATA_WIDTH_INIT_MATRIX*2)-1:0] product_reg,
    output logic [$clog2(K)-1:0] matrix_a_col_addr_counter_reg, matrix_b_row_addr_counter_reg,
    output logic [$clog2(M)-1:0] matrix_a_row_addr_counter_reg,
    output logic [$clog2(N)-1:0] matrix_b_col_addr_counter_reg,
    output logic mult_done_reg,
    input logic do_mac,
    output logic mac_done
);
    logic [$clog2(M)-1:0] matrix_a_row_addr_counter;
    logic [$clog2(K)-1:0] matrix_a_col_addr_counter, matrix_b_row_addr_counter;
    logic [$clog2(N)-1:0] matrix_b_col_addr_counter;
    always @(posedge clk, negedge resetn) begin
        if (~resetn) begin
            product_reg <= '0;
            matrix_a_row_addr_counter <= '0;
            matrix_a_col_addr_counter <= '0;
            matrix_b_row_addr_counter <= '0;
            matrix_b_col_addr_counter <= '0;
            matrix_a_col_addr_counter_reg <= '0;
            matrix_b_row_addr_counter_reg <= '0;
            matrix_a_row_addr_counter_reg <= '0;
            matrix_b_col_addr_counter_reg <= '0;
            mult_done_reg <= 1'b0;
        end else begin
            if (do_mac) begin
                product_reg <= data_in_a * data_in_b; 
                mult_done_reg <= 1'b1;
                matrix_a_col_addr_counter <= matrix_a_col_addr_counter + 1;
                matrix_b_row_addr_counter <= matrix_b_row_addr_counter + 1;
                matrix_a_col_addr_counter_reg <= matrix_a_col_addr_counter;
                matrix_b_row_addr_counter_reg <= matrix_b_row_addr_counter;
                matrix_a_row_addr_counter_reg <= matrix_a_row_addr_counter;
                matrix_b_col_addr_counter_reg <= matrix_b_col_addr_counter;
                if (matrix_a_col_addr_counter == K-1) begin
                    matrix_a_col_addr_counter <= '0;
                    matrix_b_row_addr_counter <= '0;
                    matrix_b_col_addr_counter <= matrix_b_col_addr_counter + 1;
                end
                if ((matrix_b_col_addr_counter == N-1) & (matrix_a_col_addr_counter == K-1)) begin
                    matrix_b_col_addr_counter <= '0;
                    matrix_a_row_addr_counter <= matrix_a_row_addr_counter + 1;
                end
                if ((matrix_a_row_addr_counter == M-1) & (matrix_b_col_addr_counter == N-1) & (matrix_b_row_addr_counter == K-1) ) begin
                    matrix_a_row_addr_counter <= '0;
                    matrix_a_col_addr_counter <= '0;
                    matrix_b_col_addr_counter <= '0;
                    matrix_b_row_addr_counter <= '0;
                end 
            end else begin
                product_reg <= '0;
                matrix_a_row_addr_counter <= '0;
                matrix_a_col_addr_counter <= '0;
                matrix_b_row_addr_counter <= '0;
                matrix_b_col_addr_counter <= '0;
                mult_done_reg <= 1'b0;
            end
        end
    end
    always_comb begin        
        if (do_mac) begin
            matrix_a_re = 1'b1;
            matrix_b_re = 1'b1;
            row_addr_a = matrix_a_row_addr_counter;
            col_addr_a = matrix_a_col_addr_counter;
            row_addr_b = matrix_b_row_addr_counter;
            col_addr_b = matrix_b_col_addr_counter;
        end else begin
            matrix_a_re = 1'b0;
            matrix_b_re = 1'b0;
            row_addr_a = '0;
            col_addr_a = '0;
            row_addr_b = '0;
            col_addr_b = '0;
        end
        if ((matrix_a_row_addr_counter_reg == M-1) & (matrix_b_col_addr_counter_reg == N-1) & (matrix_b_row_addr_counter_reg == K-1) ) begin
            mac_done <= 1'b1;
        end else begin
            mac_done <= 1'b0;
        end
    end
endmodule
--- design/flow/run.sh ---
#!/bin/bash
# OpenROAD 26Q1-2900-gdf79404cd8, Yosys 0.63+post, stock flow scripts
make -C /OpenROAD-flow-scripts/flow DESIGN_CONFIG=/design/flow/config.mk WORK_HOME=/design/flow/orfs finish
--- design/flow/config.mk ---
export PLATFORM = sky130hd
export DESIGN_NAME = mac_stop
export DESIGN_NICKNAME = mac_stop
export VERILOG_FILES = /design/flow/design.v
export SDC_FILE = /design/flow/constraint.sdc
export NUM_CORES = 4
export LEC_CHECK = 1
export CORE_UTILIZATION = 50
--- design/flow/constraint.sdc ---
current_design mac_stop

set clk_period 2.5
set clk_io_pct 0.2

create_clock -name clk0 -period $clk_period [get_ports {clk}]

set non_clock_inputs [all_inputs -no_clocks]
set_input_delay [expr $clk_period * $clk_io_pct] -clock clk0 $non_clock_inputs
set_output_delay [expr $clk_period * $clk_io_pct] -clock clk0 [all_outputs]
==> run summary <==
Netlist Area Pre-Place -> 36100 um^2
Yosys reg bits -> 81
Main logic family -> adder cells
Count of tool warnings -> 28
Status -> finished, violations left
Simple-Gate Fraction of Synth Area -> 18.4%
Die Y -> 271 um
Worst path arrival time -> 7280 ps
Share of flip-flops with an asynchronous set or reset -> 100%
XOR Share, Synth -> 1.19%
Dominant register cell -> dfrtp_1
Largest net degree at the start of global routing -> 50
Cell Area, Placed -> 43000 um^2
CTS Buffer Depth -> 2
Aoi share -> 4.34%
Design area -> 48300 um^2
Hold Buf Count CTS -> 0
Required @ worst endpoint -> 2730 ps
I/O pins -> 151
Fin crit period -> 7050 ps
Routability congestion estimate -> 0.970
P&R area growth vs syn -> 33.9%
Final hold vios -> 0
Final wirelength -> 111 mm
Clock root buffer -> clkbuf_16
Final cycle utilization of the critical path -> 282%
Max reg flops -> 64
Post-layout util -> 67.6%
TNS Setup -> -234720 ps
Grt total ovfl -> 0
Final setup viols -> 61
Avg Cell Area, Syn -> 9.20 um^2
Register share after synthesis -> 5.62%
Seq. cell area -> 2030 um^2
# rows -> 98
HPWL Detailed -> 84.5 mm
Drt initial violations -> 1191
Vias per cell -> 5.19
Init Core Util -> 50.5%
Clock Latency Late Sink -> 350 ps
Yosys stat area -> 36100 um^2
CTS tree -> built
MI comb area -> 32500 um^2
Drt wl/cell -> 20.3 um
Max-slew violation count -> 0
CP Capture Type -> flip-flop
Clock Skew -> 3.58 ps
MUX area fraction -> 0.0555%
DR pass1 iterations -> 5
Worst Tran Pin Value -> 734 ps
Total CTS buffers -> 9
Vias in the first global route -> 30837
First-pass GRT wire length -> 175 mm
H-tree depth -> 3
Failing checks -> negative setup slack
Chip area -> 73200 um^2
DRC viols -> 0
Clk sinks -> 81
Crit start category -> input port
Fillcell total -> 5257
Flip-flops with a built-in enable -> 0
Achievable Freq -> 0.142 GHz
Die X -> 271 um
Cells after Synth -> 3922
Max-Cap Viols -> 0
Synth Area in Adders -> 59.0%
Antenna-violating nets left -> 0
RSZ-0062 raised after global routing -> yes
CORE AREA -> 71500 um^2
YS warnings -> 1
Ys cells -> 3922
Tot GR Track Use -> 34.2%
Share of cells above drive strength 1 -> 28.1%
Number of port buffers -> 150
Hold Path Class -> in2async
Placement Setup Slack -> -5360 ps
Max-slew headroom -> 51.1%
Final Worst Setup Slack -> -4550 ps
Via count -> 28434
Clock Pin Slew Worst Setup and Hold Paths -> 60 ps
Initial antenna violation count -> 6
Post-synth cell types -> 56
Worst-path fanout max -> 6
Kind of critical path -> in2reg
==> logic make-up after synthesis <==
kind of cell    after synthesis
compound gates              237
mux                           2
buf+inv                    1096
simple gates               1294
fa+ha+maj                  1163
xor+xnor                     49
flops                        81
==> cell usage after synthesis (3+ instances only) <==
master	instances	share of area (%)
o22ai_1	3	0.052
clkbuf_1	222	2.3
and2_1	609	11
o21ai_0	33	0.46
o21bai_1	11	0.23
a21o_1	46	0.96
fa_1	896	50
a211oi_1	4	0.083
buf_2	5	0.069
inv_1	864	9.0
a311oi_1	3	0.073
xor2_1	23	0.56
nand2_1	498	5.2
ha_1	267	9.3
nor3_1	21	0.29
nor3b_1	4	0.083
nand2b_1	6	0.10
o31ai_1	4	0.083
a221o_1	3	0.083
dfrtp_1	81	5.6
nor2b_1	7	0.12
o21ai_1	5	0.069
a21boi_0	4	0.083
xnor2_1	26	0.63
o211ai_1	8	0.17
a2bb2oi_1	3	0.073
nand3_1	22	0.31
a21oi_1	72	1.0
a31oi_1	12	0.21
nand4_1	20	0.35
o21a_1	7	0.15
nor2_1	77	0.80
nor4_1	5	0.087
and3_1	17	0.29
==> per-layer routing <==
metal | GRT usage, % | share of wire [%] | vias up
li1 | - | - | 12659
met5 | 0 | 0.034 | -
met1 | 46.2 | 36 | 14495
met3 | 14.0 | 10 | 254
met4 | 11.0 | 4.6 | 6
met2 | 52.9 | 49 | 1020
==> critical path: stages <==
cell and delay (ps):
buf_12 100, buf_12 120, buf_12 130, buf_12 120, and2_1 170, fa_2 540, fa_2 440, fa_1 520
inv_1 50, fa_1 470, inv_1 70, fa_1 480, fa_2 590, fa_2 470, fa_1 540, ha_4 230
a21o_1 160, a21o_1 180, a221o_1 420, a2111oi_4 380, o21ai_2 150, a21oi_2 230, xor2_1 160, nor2_1 50
==> timing repair <==
action	CTS	global route
gates cloned	46	1
endpoints found under the setup margin	61	61
resized	773	192
buffers inserted	120	45
pin swaps	321	241
==> stage by stage <==
stage | instances | hold WS [ps]
6_report | 5483 | 166
5_1_grt | 5481 | 202
4_1_cts | 5446 | 174
3_5_place_dp | 5268 | 471
3_3_place_gp | 5268 | 465
2_1_floorplan | 3922 | 204
==> worst paths after layout <==
check / depth (start not counted) / slack, ps / start / end
min reg2reg: 1 / 490 / matrix_a_col_addr_counter[0]$_DFF_PN0_ / matrix_a_col_addr_counter[0]$_DFF_PN0_
max in group asynchronous: 2 / 1690 / resetn / product_reg[15]$_DFF_PN0_
min: 1 / 170 / resetn / product_reg[52]$_DFF_PN0_
max reg2reg: 5 / 1160 / matrix_b_col_addr_counter[0]$_DFFE_PN0P_ / matrix_b_col_addr_counter[1]$_DFFE_PN0P_
min in group clk0: 1 / 490 / matrix_a_col_addr_counter[0]$_DFF_PN0_ / matrix_a_col_addr_counter[0]$_DFF_PN0_
max: 24 / -4550 / data_in_b[6] / product_reg[59]$_DFF_PN0_
==> cells in the final DEF (no fill, tap or decap), drive strengths merged, types with 22 or more instances in the layout <==
cell type        n
a21oi           74
o21ai           38
inv            868
nor2            77
clkdlybuf4s50   86
nand3           22
and2           609
xnor2           26
dfrtp           81
buf            712
xor2            23
ha             267
fa             896
nand2          498
a21o            46
==> layout make-up <==
cell class,count,area share [%]
Tap cell,950,2.46
Inverter,865,6.72
Clock inverter,7,0.158
Multi-Input combinational cell,2745,67.4
Clock buffer,9,0.466
Timing Repair Buffer,823,18.6
Antenna cell,3,0.0155
Sequential cell,81,4.20
